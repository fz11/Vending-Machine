==> /design/flow/design.v <==
`timescale 1ns / 1ps
module VendingMachine  
(
    input clk, rst, water_en, soda_en,  
    input [2:0] coin_in,  
    output reg soda,  
    output reg waterbottle, 
    output reg [5:0] c_return,  
    output reg [5:0] current_state  
);
localparam Wait = 6'b000000, Five = 6'b000001, Ten = 6'b000010, Fifteen = 6'b000011, 
           Twenty = 6'b000100, Twentyfive = 6'b000101, Thirty = 6'b000110, 
           Thirtyfive = 6'b000111, Forty = 6'b001000, Fortyfive = 6'b001001, Fifty = 6'b001010,
           Fiftyfive = 6'b001011, Sixty = 6'b001100, Sixtyfive = 6'b001101, Seventy = 6'b001110,
           Seventyfive = 6'b001111, Eighty = 6'b010000, Eightyfive = 6'b010001, Ninety = 6'b010010, 
           Ninetyfive = 6'b010011, Onehundred = 6'b010100, Onehundredfive = 6'b010101, Onehundredten = 6'b010110,
           Onehundredfifteen = 6'b010111, Onehundredtwenty = 6'b011000, Onehundredtwentyfive = 6'b011001, 
           Onehundredthirty = 6'b011010, Onehundredthirtyfive = 6'b011011, Onehundredforty = 6'b011100, 
           Onehundredfortyfive = 6'b011101, Onehundredfifty = 6'b011101, Onehundredfiftyfive = 6'b011110, 
           Onehundredsixty = 6'b011111, Onehundredsixtyfive = 6'b100000, Onehundredseventy = 6'b100001, 
           Onehundredseventyfive = 6'b100010, Onehundredeighty = 6'b100011,Onehundredeightyfive = 6'b100100,
           Onehundredninety = 6'b100101, Onehundredninetyfive = 6'b100110, Twohundred = 6'b100111;  
localparam  NO_C = 3'b000, FIVE_C  = 3'b001, TEN_C = 3'b010, 
            TWENTYFIVE_C = 3'b011, HALFDOLLAR_C = 3'b100,
            DOLLAR_C = 3'b101;
reg [5:0] next_state;  
initial  
begin
    soda = 0;
    waterbottle = 0;
    c_return = 6'b000000;  
    current_state = Wait;
    next_state = Wait;
end
always @(current_state or coin_in)  
begin
    case(current_state)  
    Wait: case(coin_in)
            FIVE_C: next_state <= Five;  
            TEN_C: next_state <= Ten;
            TWENTYFIVE_C: next_state <= Twentyfive;
            HALFDOLLAR_C: next_state <= Fifty;
            DOLLAR_C: next_state <= Onehundred;
            default: next_state <= Wait; 
            endcase
   Five: case(coin_in)
            FIVE_C: next_state <= Ten;
            TEN_C: next_state <= Fifteen;
            TWENTYFIVE_C: next_state <= Thirty;
            HALFDOLLAR_C: next_state <= Fiftyfive; 
            DOLLAR_C: next_state <= Onehundredfive;
            default: next_state <= Five; 
            endcase
   Ten: case(coin_in)
            FIVE_C: next_state <= Fifteen;
            TEN_C: next_state <= Twenty;
            TWENTYFIVE_C: next_state <= Thirtyfive;
            HALFDOLLAR_C: next_state <= Sixty; 
            DOLLAR_C: next_state <= Onehundredten;
            default: next_state <= Ten; 
            endcase
   Fifteen: case(coin_in)
            FIVE_C: next_state <= Twenty;
            TEN_C: next_state <= Twentyfive;
            TWENTYFIVE_C: next_state <= Thirtyfive;
            HALFDOLLAR_C: next_state <= Sixtyfive; 
            DOLLAR_C: next_state <= Onehundredfifteen;
            default: next_state <= Fifteen; 
            endcase
   Twenty: case(coin_in)
            FIVE_C: next_state <= Twentyfive;
            TEN_C: next_state <= Thirty;
            TWENTYFIVE_C: next_state <= Thirtyfive;
            HALFDOLLAR_C: next_state <= Seventy; 
            DOLLAR_C: next_state <= Onehundredtwenty;
            default: next_state <= Twenty;
            endcase
   Twentyfive: case(coin_in)
            FIVE_C: next_state <= Thirty;
            TEN_C: next_state <= Thirtyfive;
            TWENTYFIVE_C: next_state <= Forty;
            HALFDOLLAR_C: next_state <= Seventyfive;
            DOLLAR_C: next_state <= Onehundredtwentyfive;
            default: next_state <= Twentyfive; 
            endcase
   Thirty: case(coin_in)
            FIVE_C: next_state <= Thirtyfive;
            TEN_C: next_state <= Forty;
            TWENTYFIVE_C: next_state <= Fiftyfive; 
            HALFDOLLAR_C: next_state <= Eighty; 
            DOLLAR_C: next_state <= Onehundredthirty;
            default: next_state <= Thirty; 
            endcase
   Thirtyfive: case(coin_in)
            FIVE_C: next_state <= Forty;
            TEN_C: next_state <= Fortyfive;
            TWENTYFIVE_C: next_state <= Sixty; 
            HALFDOLLAR_C: next_state <= Eightyfive; 
            DOLLAR_C: next_state <= Onehundredthirtyfive;
            default: next_state <= Thirtyfive; 
            endcase
   Forty: case(coin_in)
            FIVE_C: next_state <= Fortyfive;
            TEN_C: next_state <= Fifty; 
            TWENTYFIVE_C: next_state <= Sixtyfive; 
            HALFDOLLAR_C: next_state <= Ninety; 
            DOLLAR_C: next_state <= Onehundredforty;
            default: next_state <= Forty; 
            endcase
   Fortyfive: case(coin_in)
            FIVE_C: next_state <= Fifty; 
            TEN_C: next_state <= Fiftyfive; 
            TWENTYFIVE_C: next_state <= Seventy; 
            HALFDOLLAR_C: next_state <= Ninetyfive; 
            DOLLAR_C: next_state <= Onehundredfortyfive;
            default: next_state <= Fortyfive; 
            endcase
   Fifty: case(coin_in)
            FIVE_C: next_state <= Fifty; 
            TEN_C: next_state <= Fifty; 
            TWENTYFIVE_C: next_state <= Seventyfive; 
            HALFDOLLAR_C: next_state <= Onehundred; 
            DOLLAR_C: next_state <= Onehundredfifty;
            default: next_state <= Fifty;
            endcase
   Fiftyfive: case(coin_in) 
            FIVE_C: next_state <= Sixty;
            TEN_C: next_state <= Sixtyfive;
            TWENTYFIVE_C: next_state <= Eighty;
            HALFDOLLAR_C: next_state <= Onehundredfive;
            DOLLAR_C: next_state <= Onehundredfiftyfive;
            default: next_state <= Fiftyfive;
            endcase
   Sixty: case(coin_in)
            FIVE_C: next_state <= Sixtyfive;
            TEN_C: next_state <= Seventy;
            TWENTYFIVE_C: next_state <= Eightyfive;
            HALFDOLLAR_C: next_state <= Onehundredten;
            DOLLAR_C: next_state <= Onehundredsixty;
            default: next_state <= Wait;
            endcase
   Sixtyfive:case(coin_in)
            FIVE_C: next_state <= Seventy;
            TEN_C: next_state <= Seventyfive;
            TWENTYFIVE_C: next_state <= Ninety;
            HALFDOLLAR_C: next_state <= Onehundredfifteen;
            DOLLAR_C: next_state <= Onehundredsixtyfive;
            default: next_state <= Wait;
            endcase
   Seventy: case(coin_in)
            FIVE_C: next_state <= Seventyfive;
            TEN_C: next_state <= Eighty;
            TWENTYFIVE_C: next_state <= Ninetyfive;
            HALFDOLLAR_C: next_state <= Onehundredtwenty;
            DOLLAR_C: next_state <= Onehundredseventy;
            default: next_state <= Wait;
            endcase
   Seventyfive: case(coin_in)
            FIVE_C: next_state <= Eighty;
            TEN_C: next_state <= Eightyfive;
            TWENTYFIVE_C: next_state <= Onehundred;
            HALFDOLLAR_C: next_state <= Onehundredtwentyfive;
            DOLLAR_C: next_state <= Onehundredseventyfive;
            default: next_state <= Wait;
            endcase
   Eighty: case(coin_in)
            FIVE_C: next_state <= Eightyfive;
            TEN_C: next_state <= Ninety;
            TWENTYFIVE_C: next_state <= Onehundredfive;
            HALFDOLLAR_C: next_state <= Onehundredthirty;
            DOLLAR_C: next_state <= Onehundredeighty;
            default: next_state <= Wait;
            endcase
   Eightyfive: case(coin_in)
            FIVE_C: next_state <= Ninety;
            TEN_C: next_state <= Ninetyfive;
            TWENTYFIVE_C: next_state <= Onehundredten;
            HALFDOLLAR_C: next_state <= Onehundredthirtyfive;
            DOLLAR_C: next_state <= Onehundredeightyfive;
            default: next_state <= Wait;
            endcase
   Ninety: case(coin_in)
            FIVE_C: next_state <= Ninetyfive;
            TEN_C: next_state <= Onehundred;
            TWENTYFIVE_C: next_state <= Onehundredfifteen;
            HALFDOLLAR_C: next_state <= Onehundredforty;
            DOLLAR_C: next_state <= Onehundredninety;
            default: next_state <= Wait;
            endcase
   Ninetyfive: case(coin_in)
            FIVE_C: next_state <= Onehundred;
            TEN_C: next_state <= Onehundredfive;
            TWENTYFIVE_C: next_state <= Onehundredtwenty;
            HALFDOLLAR_C: next_state <= Onehundredfortyfive;
            DOLLAR_C: next_state <= Onehundredninetyfive;
            default: next_state <= Wait;
            endcase
   Onehundred: case(coin_in)
            NO_C: next_state <= Onehundred;
            FIVE_C: next_state <= Onehundredfive;
            TEN_C: next_state <= Onehundredten;
            TWENTYFIVE_C: next_state <= Onehundredtwentyfive;
            HALFDOLLAR_C: next_state <= Onehundredfifty;
            DOLLAR_C: next_state <= Twohundred;
            default: next_state <= Wait;
            endcase
    default: next_state <= 6'bxxxxxx;  
    endcase
end
always @(posedge clk, posedge rst)  
    begin
    if (rst == 1)  
        begin
            current_state <= Wait; 
            c_return <= 6'b000000;
            soda <= 0;
            waterbottle <= 0;
        end
    else
        begin
            current_state <= next_state;  
        end
    end
always@(*)  
begin   
    if(current_state >= Fifty && water_en == 1 && soda_en == 0) 
        begin
            if(current_state == Fifty)  
                 begin
                 waterbottle = 1;  
                 end
             if(current_state == Fiftyfive)
                 begin
                 waterbottle = 1;  
                 c_return = Five;  
                 end
             if(current_state == Sixty)
                 begin
                 waterbottle = 1;  
                 c_return = Ten;
                 end
             if(current_state == Sixtyfive)
                 begin
                 waterbottle = 1;  
                 c_return = Fifteen;
                 end
             if(current_state == Seventy)
                 begin
                 waterbottle = 1;  
                 c_return = Twenty;
                 end
             if(current_state == Seventyfive)
                 begin
                 waterbottle = 1;  
                 c_return = Twentyfive;
                 end
             if(current_state == Eighty)
                 begin
                 waterbottle = 1;  
                 c_return = Thirty;
                 end
             if(current_state == Eightyfive)
                 begin
                 waterbottle = 1;  
                 c_return = Thirtyfive;
                 end
             if(current_state == Ninety)
                 begin
                 waterbottle = 1;  
                 c_return = Forty;
                 end
             if(current_state == Ninetyfive)
                 begin
                 waterbottle = 1;  
                 c_return = Fortyfive;
                 end
             if(current_state == Onehundred)
                 begin
                 waterbottle = 1;  
                 c_return = Fifty;
                 end
             if(current_state == Onehundredfive)
                 begin
                 waterbottle = 1;  
                 c_return = Fiftyfive;
                 end
             if(current_state == Onehundredten)
                 begin
                 waterbottle = 1;  
                 c_return = Sixty;
                 end
            if(current_state == Onehundredfifteen)
                 begin
                 waterbottle = 1;  
                 c_return = Sixtyfive;
                 end
            if(current_state == Onehundredtwenty)
                 begin
                 waterbottle = 1;  
                 c_return = Seventy;
                 end
            if(current_state == Onehundredtwentyfive)
                 begin
                 waterbottle = 1;  
                 c_return = Seventyfive;
                 end
            if(current_state == Onehundredthirty)
                 begin
                 waterbottle = 1;  
                 c_return = Eighty;
                 end
            if(current_state == Onehundredthirtyfive)
                 begin
                 waterbottle = 1;  
                 c_return = Eightyfive;
                 end
            if(current_state == Onehundredforty)
                 begin
                 waterbottle = 1;  
                 c_return = Ninety;
                 end
            if(current_state == Onehundredfortyfive)
                 begin
                 waterbottle = 1;  
                 c_return = Ninetyfive;
                 end
            if(current_state == Onehundredfifty)
                 begin
                 waterbottle = 1;  
                 c_return = Onehundred;
                 end
            if(current_state == Onehundredfiftyfive)
                 begin
                 waterbottle = 1;  
                 c_return = Onehundredfive;
                 end
            if(current_state == Onehundredsixty)
                 begin
                 waterbottle = 1;  
                 c_return = Onehundredten;
                 end
            if(current_state == Onehundredsixtyfive)
                 begin
                 waterbottle = 1;  
                 c_return = Onehundredfifteen;
                 end
            if(current_state == Onehundredseventy)
                 begin
                 waterbottle = 1;  
                 c_return = Onehundredtwenty;
                 end
            if(current_state == Onehundredseventyfive)
                 begin
                 waterbottle = 1;  
                 c_return = Onehundredtwentyfive;
                 end
            if(current_state == Onehundredeighty)
                 begin
                 waterbottle = 1;  
                 c_return = Onehundredthirty;
                 end
            if(current_state == Onehundredeightyfive)
                 begin
                 waterbottle = 1;  
                 c_return = Onehundredthirtyfive;
                 end
            if(current_state == Onehundredninety)
                 begin
                 waterbottle = 1;  
                 c_return = Onehundredforty;
                 end
            if(current_state == Onehundredninetyfive)
                 begin
                 waterbottle = 1;  
                 c_return = Onehundredfortyfive;
                 end
            if(current_state == Twohundred)
                 begin
                 waterbottle = 1;  
                 c_return = Onehundredfifty;
                 end
        end
    if(current_state >= Onehundred && soda_en == 1 && water_en == 0)
        begin
             if(current_state == Onehundred)
                 begin
                 soda = 1;  
                 end
             if(current_state == Onehundredfive)
                 begin
                 soda = 1;  
                 c_return = Five;
                 end
             if(current_state == Onehundredten)
                 begin
                 soda = 1;  
                 c_return = Ten;
                 end
            if(current_state == Onehundredfifteen)
                 begin
                 soda = 1;  
                 c_return = Fifteen;
                 end
            if(current_state == Onehundredtwenty)
                 begin
                 soda = 1;  
                 c_return = Twenty;
                 end
            if(current_state == Onehundredtwentyfive)
                 begin
                 soda = 1;  
                 c_return = Twentyfive;
                 end
            if(current_state == Onehundredthirty)
                 begin
                 soda = 1;  
                 c_return = Thirty;
                 end
            if(current_state == Onehundredthirtyfive)
                 begin
                 soda = 1;  
                 c_return = Thirtyfive;
                 end
            if(current_state == Onehundredforty)
                 begin
                 soda = 1;  
                 c_return = Forty;
                 end
            if(current_state == Onehundredfortyfive)
                 begin
                 soda = 1;  
                 c_return = Fortyfive;
                 end
            if(current_state == Onehundredfifty)
                 begin
                 soda = 1;  
                 c_return = Fifty;
                 end
            if(current_state == Onehundredfiftyfive)
                 begin
                 soda = 1;  
                 c_return = Fiftyfive;
                 end
            if(current_state == Onehundredsixty)
                 begin
                 soda = 1;  
                 c_return = Sixty;
                 end
            if(current_state == Onehundredsixtyfive)
                 begin
                 soda = 1;  
                 c_return = Sixtyfive;
                 end
            if(current_state == Onehundredseventy)
                 begin
                 soda = 1;  
                 c_return = Seventy;
                 end
            if(current_state == Onehundredseventyfive)
                 begin
                 soda = 1;  
                 c_return = Seventyfive;
                 end
            if(current_state == Onehundredeighty)
                 begin
                 soda = 1;  
                 c_return = Eighty;
                 end
            if(current_state == Onehundredeightyfive)
                 begin
                 soda = 1;  
                 c_return = Eightyfive;
                 end
            if(current_state == Onehundredninety)
                 begin
                 soda = 1;  
                 c_return = Ninety;
                 end
            if(current_state == Onehundredninetyfive)
                 begin
                 soda = 1;  
                 c_return = Ninetyfive;
                 end
            if(current_state == Twohundred)
                 begin
                 soda = 1;  
                 c_return = Onehundred;
                 end
     end  
end       
endmodule
==> /design/flow/run.sh <==
#!/bin/bash
# OpenROAD 26Q1-2900-gdf79404cd8, Yosys 0.63+post, stock flow scripts
make -C /OpenROAD-flow-scripts/flow DESIGN_CONFIG=/design/flow/config.mk WORK_HOME=/design/flow/orfs finish
==> /design/flow/config.mk <==
export PLATFORM = sky130hd
export DESIGN_NAME = VendingMachine
export DESIGN_NICKNAME = VendingMachine
export VERILOG_FILES = /design/flow/design.v
export SDC_FILE = /design/flow/constraint.sdc
export NUM_CORES = 4
export LEC_CHECK = 1
export CORE_AREA = 10 10 98 98
export DIE_AREA = 0 0 108 108
==> /design/flow/constraint.sdc <==
current_design VendingMachine

set clk_period 3.0
set clk_io_pct 0.2

create_clock -name clk0 -period $clk_period [get_ports {clk}]

set non_clock_inputs [all_inputs -no_clocks]
set_input_delay [expr $clk_period * $clk_io_pct] -clock clk0 $non_clock_inputs
set_output_delay [expr $clk_period * $clk_io_pct] -clock clk0 [all_outputs]
==> impl_metrics.ini <==
; physical design summary
[routing]
vias_per_cell = 5.64
drtIter0Drc = 258
drt-wirelength-per-cell_um = 17.3
antenna_cells_inserted = 0
vias = 2047
drc_errors = 0
drtPass1Iterations = 5
wirelength_mm = 6.28
ant_nets = 0

[critical_path]
cp.required_ps = 3090
cpMaxStageDelayCell = clkdlybuf4s50_1
crit_chain = clkdlybuf4s50_1 -> inv_1 -> ha_1 -> buf_12 -> and2_1 -> and4_1 -> a2111oi_0 -> o311ai_1 -> o41a_1
critPathTopFamily = AND-OR/OR-AND gates
startpoint_type = primary input
critPathArrivalTime_ps = 2940
crit_path_max_incr_delay_ps = 470
critical_path.endpoint_type = register
criticalPathCategory = primary input to register
cp_max_fo = 8
crit_buf_inv = 3

[yosys]
syn-cell-area_mm2 = 0.00168
synth.avg_cell_area_um2 = 6.90
yosysSeqAreaShare_pct = 8.92
synth-compound-area-share_pct = 36.8
edf_count = 0
async_reset_ff_share_pct = 100
simple_gate_area_share_pct = 36.3
yosys_cells = 244
synth_flops = 6
logic_family = AND-OR/OR-AND gates
yosysUniqueCellTypes = 69
ys_chip_area_mm2 = 0.00168
yosysWarningCount = 27
xor_area_share_pct = 1.56
syn-instance-count = 244
mux_area_share_pct = 0.669
synth_adder_area_share_pct = 3.71
ff_type = dfrtp_1

[pwr]
power_density_mw_per_mm2 = 600
ir_drop_uv = 185
p_leak_nw = 0.753

[floorplan]
rows = 32
dieArea_mm2 = 0.0117
fp-utilization_pct = 22.0
die_h_um = 108
dieWidth_um = 108
core_mm2 = 0.00765
io_pins = 21

[timing]
slew_violations = 0
max_freq_mhz = 351
period_needed_ps = 2850
maxSlewHeadroom_pct = 52.9
holdWs_ps = 598
period_used_pct = 94.8
setup_viol = 0
rsz0062_at_grt = false
finClkSkew_ps = 1.93
tns_ps = 0
hold_viol = 0
tightest_slew_ps = 701

[finish]
largest_reg_flops = 6
largest-register = current_state
fill_cells = 850
final_common_cell = buf_4
syn_to_final_growth_pct = 21.5
layout_top_cells = 26 x buf_4, 20 x nand2_1, 15 x a21oi_1
drive_above_1_share_pct = 14.9
final_cells = 363
top_regs = current_state x6

[global_route]
antenna_found_initial = 0
grt_pass1_vias = 1891
grt_pass1_wl_mm = 10.1
gr-total-overflow = 0
globalRouteTotalUtil_pct = 10.6
grt_start_max_net_pins = 33

[clocking]
cts_sinks = 6
ctsHoldBuffers = 0
htreeDepth = 1
post_cts_resized = 0
cts_buffers = 3
path_clk_slew_ps = 40
cts_setup_buffers = 0
cts_tree = built
cts-root-buf = clkbuf_8
clk_path_buf_depth = 2
clk-insertion-delay-late_ps = 220

[placement]
dp_cells = 360
place.gp.congestion = 0.985
dpl.hpwl_mm = 4.76
numPortBuffers = 10

[run_status]
outcome = finished clean

[flow_run]
max-cap-violations = 0
tool_warnings = 31

[worst_hold_path]
hp-class = primary input to async pin
[area by class of cell]
| cell class | instances | area (um2) | share of cell area (%) |
|---|---|---|---|
| inverters | 8 | 30.0 | 1.47 |
| flip-flops and latches | 6 | 150 | 7.33 |
| clock buffers | 3 | 41.3 | 2.02 |
| repair buffers | 38 | 335 | 16.4 |
| well taps | 102 | 128 | 6.23 |
| multi-input cells | 206 | 1360 | 66.6 |
[stage by stage]
| stage | power (mW) | instance area (um2) | util, % | setup slack (ps) |
|---|---|---|---|---|
| after global placement | 1.09 | 2010 | 26.2 | -54.4 |
| after global routing | 1.32 | 2050 | 26.8 | 55.5 |
| after CTS | 1.21 | 2050 | 26.8 | 173 |
| after detailed placement | 1.08 | 2010 | 26.2 | -53.5 |
| after floorplan | 0.767 | 1710 | - | 548 |
| final | 1.23 | 2050 | 26.8 | 155 |
[worst reg2reg max path: stages, from the launching register on]
cell	delay, ps
dfrtp_1	710
and4bb_1	420
nor3b_1	580
a21boi_1	280
a311o_1	150
o41a_1	150
[synthesized netlist by cell type (2+ instances only)]
master | count | area, um2
nand3_1 | 8 | 40.0
nand2_1 | 20 | 75.1
or2_2 | 2 | 12.5
or3b_1 | 2 | 17.5
o21bai_1 | 3 | 22.5
nor2_1 | 14 | 52.6
a211oi_1 | 7 | 52.6
nand2b_1 | 5 | 31.3
a211o_1 | 4 | 35.0
o21a_1 | 2 | 15.0
o21ai_0 | 13 | 65.1
o211ai_1 | 9 | 67.6
buf_4 | 8 | 60.1
buf_2 | 11 | 55.1
nor3b_1 | 3 | 22.5
nor2b_1 | 9 | 56.3
a31oi_1 | 3 | 18.8
and2_1 | 4 | 25.0
nand3b_1 | 2 | 15.0
xor2_1 | 2 | 17.5
and3_1 | 3 | 18.8
a2111oi_0 | 2 | 17.5
nor4b_2 | 2 | 30.0
or4bb_1 | 2 | 22.5
ha_1 | 5 | 62.6
and4b_1 | 2 | 20.0
o22ai_1 | 3 | 18.8
clkbuf_1 | 10 | 37.5
a32o_1 | 2 | 20.0
a311oi_1 | 2 | 17.5
nor4_1 | 4 | 25.0
inv_1 | 8 | 30.0
a21oi_1 | 15 | 75.1
a22oi_1 | 2 | 15.0
nand4_1 | 6 | 37.5
o2111ai_1 | 2 | 17.5
dfrtp_1 | 6 | 150
nor3_1 | 6 | 30.0
[report_power, final]
part | switching (mW) | total [mW] | internal, mW
Combinational | 0.507 | 0.895 | 0.388
Clock | 0.0322 | 0.118 | 0.0860
Sequential | 0.102 | 0.214 | 0.112
Total | 0.641 | 1.23 | 0.586
[worst paths after layout]
kind | start | endpoint | slack (ps) | depth (start not counted)
min in group clk0 | current_state[5] | current_state[5] | 850 | 1
min | rst | current_state[1] | 600 | 2
max | coin_in[1] | current_state[1] | 150 | 9
max reg2reg | current_state[0] | current_state[1] | 650 | 5
max in group asynchronous | rst | current_state[3] | 2210 | 2
min reg2reg | current_state[5] | current_state[5] | 850 | 1
[cell families after synthesis]
logic type / Yosys count
flops: 6
fa+ha+maj: 5
compound gates: 86
buf+inv: 39
mux: 1
simple gates: 103
other cells: 1
xor+xnor: 3
[metal layers]
layer	global-route usage (%)	wire length (um)	vias up
li1	-	-	952
met1	16.3	2940	956
met2	15.2	2640	129
met3	1.69	598	10
met4	1.91	104	0
met5	0	0	-
Power figures rest on the tool's default switching activity, not on a simulated workload.
